## ./design.v

```verilog
 module memory  
 (  
      input clk,  
      input [15:0] mem_access_addr,    
      input [15:0] mem_write_data,  
      input mem_write_en,  
      input mem_read,
      output [15:0] mem_read_data  
 );  
      integer i;  
      reg [15:0] ram [255:0];  
      wire [7 : 0] ram_addr = mem_access_addr[8 : 1];  
      initial begin  
           for(i=0;i<256;i=i+1)  
                ram[i] <= 16'd0;  
      end  
      always @(posedge clk) begin  
           if (mem_write_en)  
                ram[ram_addr] <= mem_write_data;  
      end  
      assign mem_read_data = (mem_read==1'b1) ? ram[ram_addr]: 16'd0;   
 endmodule   
```

## ./run.sh

```bash
#!/bin/bash
# OpenROAD 26Q1-2900-gdf79404cd8, Yosys 0.63+post, stock flow scripts
make -C /OpenROAD-flow-scripts/flow DESIGN_CONFIG=/design/flow/config.mk WORK_HOME=/design/flow/orfs finish
```

## ./config.mk

```make
export PLATFORM = sky130hd
export DESIGN_NAME = memory
export DESIGN_NICKNAME = memory
export VERILOG_FILES = /design/flow/design.v
export SDC_FILE = /design/flow/constraint.sdc
export NUM_CORES = 4
export LEC_CHECK = 1
export CORE_UTILIZATION = 40
```

## ./constraint.sdc

```tcl
current_design memory

set clk_period 29.6
set clk_io_pct 0.2

create_clock -name clk0 -period $clk_period [get_ports {clk}]

set non_clock_inputs [all_inputs -no_clocks]
set_input_delay [expr $clk_period * $clk_io_pct] -clock clk0 $non_clock_inputs
set_output_delay [expr $clk_period * $clk_io_pct] -clock clk0 [all_outputs]
```

==> results.txt <==
Final setup violation count: 0
Synthesis area per yosys: 156,800 um^2
Transition at the pin with the smallest max-transition slack: 1.145 ns
Number of buffers created by CTS: 400
Vias after detailed routing: 76,700
Share of layout cells above drive strength 1: 20.82%
DRC violation count after routing: 0
Cell area reported after detailed placement: 165,700 um^2
Critical Path Fanout Max: 97
RSZ-0062 raised after global routing: no
Routed WL per cell: 29.49 um
Max stage delay cell, worst path: o21ai_0
Routability congestion estimate from global placement: 0.9254
CTS Hold Bufs: 0
Max-Slew Margin vs Limit: 23.67%
Die height: 628.2 um
Asr flop ratio synth: 0%
Number of DRC markers in iteration 0: 4,905
Stages on the worst setup path: 13
Number of warning messages in the logs: 46
Areal power density over the cells: 66.69 nW/um^2
Crit path max-delay family: buffers and inverters
Critical path data required time: 23.68 ns
Clock tree from TritonCTS: built
Worst path most repeated cell: buf_4
Cell-by-cell listing of the critical path: buf_16 -> buf_4 -> buf_4 -> buf_4 -> buf_4 -> buf_4 -> mux2i_1 -> a22oi_1 -> nand3_1 -> nand4_1 -> o21ai_0 -> a32oi_1 -> clkdlybuf4s50_1
Worst ir drop on vdd: 46.72 uV
Post CTS Setup Buffer Count: 0
Number of pins exceeding their max-slew limit in the final report: 0
Largest register by flop count: ram
Initial antenna violation count: 11
Maximum number of pins on one net before global-route repair: 118
Highest-count cells in the layout ignoring fill and taps: edfxtp_1, mux2i_1, mux4_2, buf_4, clkbuf_16
Crit path DAT: 12.69 ns
Count of buffer and inverter cells on the critical path: 7
Post-layout period usage of the worst path: 62.89%
Leading registers by flop count: ram x4096
Clock transition at path regs: 0.06 ns
Die area: 394,600 um^2
Horizontal die size: 628.2 um
Number of synthesized flops with an enable pin: 4,096
Largest cells by area after synthesis: edfxtp_1, mux4_2, mux2i_1
Outcome: completed
Maximum count of clock buffers along a single path: 4
FP Core Util: 40.25%
Standard-cell row count: 229
Post-route cell area: 178,500 um^2
Post-layout min period: 18.61 ns
Gr ovfl total: 0
Leak Pwr: 57.31 nW
Class of the worst hold path: primary input to register
Synthesized flop and latch total: 4,096
Setup TNS: 0 ns
Number of instances on the worst hold path: 1
Most frequent logic cell in the layout: edfxtp_1
Number of global-route vias before repair: 83,100
Overall fraction of global-route tracks in use: 22.36%
Estimated wirelength of the detail-placed design: 236,200 um
CP Capture Type: output pin
Post-detailed-route via-to-cell ratio: 5.639
CTS root buf: clkbuf_16
Number of iterations in the first detailed-routing pass: 6
Synth warn: 1
Global-route wire length before repair: 576,500 um
Number of I/O pins: 51
Share of Yosys cell area claimed by the top area cell type: 78.42%
Yosys cell count: 7,620
Achievable frequency: 0.05372 GHz
# Max-Cap Violations: 0
Port-buffer cells: 42
Post-synth seq share: 78.42%
Number of hold violations in the final report: 0
Post_cts resized: 0
Flip-flop count of the largest register, all copies and words added: 4,096
Mean post-synth cell area: 20.58 um^2
Area grow syn2layout: 13.81%
Clock tree sinks: 4,096
Longest individual stage delay on the worst path: 0.81 ns
Area of the core: 389,700 um^2
Top cell type by total area after synthesis: edfxtp_1
H-Tree Level Count: 5
Detailed-route wire length: 401,100 um
Post-Syn Instances: 7,620
Most used DFF post-synth: edfxtp_1
Synth Cell Area: 156,800 um^2
Category of the critical setup timing path: primary input to output pin
Startpoint class of the critical path: primary input
Post-route antenna net violation count: 0
Synth cell types: 51
==> cells in the mapped netlist, drive strengths merged, types with 2 or more instances <==
cell type	number
a211o	14
a21o	2
a21oi	82
a221o	2
a221oi	135
a222oi	15
a22o	14
a22oi	239
a31oi	49
a32oi	17
and2	11
and3	4
buf	271
clkbuf	194
edfxtp	4096
inv	16
mux2	31
mux2i	888
mux4	582
nand2	133
nand2b	10
nand3	81
nand4	51
nand4b	3
nand4bb	3
nor2	269
nor2b	10
nor3	32
nor4	7
o2111ai	3
o21ai	90
o221ai	15
o22ai	192
o31a	2
or2	2
or3	4
or4	44
==> kinds of logic after synthesis <==
| logic type | count (synthesis) | share of synthesized area, % |
|---|---|---|
| simple gates | 668 | 1.990 |
| compound gates | 874 | 3.907 |
| buf+inv | 481 | 1.432 |
| flops | 4096 | 78.42 |
| mux | 1501 | 14.25 |
==> path summary, 6_finish.rpt <==
path	end	start	slack, ns
max	mem_read_data[1]	mem_access_addr[2]	10.99
min	ram[62][9]$_DFFE_PP_	mem_write_data[9]	5.40
==> power breakdown <==
part           internal [mW]  total [mW]  switching (mW)
Clock                   2.86        4.97            2.11
Combinational          0.170       0.537           0.367
Sequential              6.39        6.40         0.00256
Total                   9.43        11.9            2.48
==> metal layers <==
metal / part of all wire [%] / wire [um] / track usage, %
met1: 31 / 123300 / 24.75
met2: 47 / 186700 / 32.61
met4: 4.8 / 19260 / 8.197
met5: 0.14 / 562 / 1.111
met3: 18 / 71240 / 17.77
==> area by class of cell <==
cell class / instances / area [um^2]
diodes: 3 / 7.507
clock buffers: 476 / 10440
clock inverters: 249 / 2366
fillers: 31610 / 211200
inverters: 16 / 60.06
multi-input cells: 3043 / 31900
flip-flops and latches: 4096 / 123000
well taps: 5197 / 6502
repair buffers: 522 / 4220
==> per-stage QoR <==
| stage | total power [mW] | setup WS, ns | hold WS, ns | cells | util (%) |
|---|---|---|---|---|---|
| final | 11.90 | 10.99 | 5.399 | 13600 | 45.81 |
| after global routing | 12.23 | 10.57 | 5.386 | 13600 | 45.81 |
| after CTS | 11.99 | 10.99 | 5.334 | 13600 | 45.80 |
| after detailed placement | 7.059 | 11.00 | 6.342 | 12870 | 42.52 |
| after global placement | 7.050 | 11.02 | 6.337 | 12870 | 42.52 |
| after floorplan | 6.788 | 15.72 | 6.019 | 7620 | - |
Power is estimated from default activity; no workload was simulated.
